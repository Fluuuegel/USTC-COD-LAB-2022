## flow/design.v

```verilog
module register_file #(parameter WIDTH = 32) (
    input clk, 
    input [4:0] ra0,     
    output [WIDTH - 1:0] rd0,    
    input [4:0] ra1,     
    output [WIDTH - 1:0] rd1,    
    input [4:0] wa,  
    input we,    
    input [WIDTH - 1:0] wd  
);
reg [WIDTH - 1:0] regfile [0:31];
assign rd0 = regfile[ra0];
assign rd1 = regfile[ra1];
always @(posedge clk) begin
    if(we) regfile[wa] <= wd;
end
endmodule
```

## flow/run.sh

```bash
#!/bin/bash
# OpenROAD 26Q1-2900-gdf79404cd8, Yosys 0.63+post, stock flow scripts
make -C /OpenROAD-flow-scripts/flow DESIGN_CONFIG=/design/flow/config.mk WORK_HOME=/design/flow/orfs finish
```

## flow/config.mk

```make
export PLATFORM = sky130hd
export DESIGN_NAME = register_file
export DESIGN_NICKNAME = register_file
export VERILOG_FILES = /design/flow/design.v
export SDC_FILE = /design/flow/constraint.sdc
export NUM_CORES = 4
export LEC_CHECK = 1
export CORE_UTILIZATION = 40
```

## flow/constraint.sdc

```tcl
current_design register_file

set clk_period 6.4
set clk_io_pct 0.2

create_clock -name clk0 -period $clk_period [get_ports {clk}]

set non_clock_inputs [all_inputs -no_clocks]
set_input_delay [expr $clk_period * $clk_io_pct] -clock clk0 $non_clock_inputs
set_output_delay [expr $clk_period * $clk_io_pct] -clock clk0 [all_outputs]
```

==> out/results.txt <==
Top Layout Cells: mux2i_1, edfxtp_1, nand3_1
Hold Path Cell Cnt: 2
Yosys reg bits: 1024
Max-cap violations: 0
# DRC: 0
# rows: 127
Switching Share: 22.7%
Total congestion overflow: 0
Synth unique cells: 23
Yosys Chip Area: 48800 µm²
Most repeated library cell on the critical path: clkdlybuf4s50_1
Worst hold endpoint: regfile[26][6]
Critical path's slowest cell: clkdlybuf4s50_1
Final worst setup slack: 810 ps
Placeable core area: 120000 µm²
Via count: 30800
DRT Pass-1 Iters: 5
Log Warnings: 26
Synth Cell Area: 48800 µm²
Slew HR: 33.3%
Mean Syn Cell Area: 14.4 µm²
Post-synth top area cell: edfxtp_1
Max Slew Vio Count: 0
Peak supply drop: 0.232 mV
Number of flip-flops in the largest register: 1024
IO Pins: 113
Cycle use final: 87.3%
CTS Buf Count: 106
Min-delay src: wd[6]
Vias in the first global route: 31700
Worst Hold Class: input port to flop
Input/output buffers: 112
Critical path startpoint category: input port
Cts repair resizes: 0
Power share of the clock group: 41.0%
GP Congestion: 0.890
Comb power frac: 9.3%
WL final: 149 mm
Final min period: 5590 ps
CP Capture Type: output pin
Internal power: 11.7 mW
Synth area leaders: edfxtp_1, mux2i_1, a22oi_1
Post-DP HPWL: 88.3 mm
Setup TNS: 0 ps
Share of cells above drive strength 1: 10.6%
First-pass GRT wire length: 213 mm
Largest regs: regfile x1024
Antenna violations before repair: 4
Worst-Margin Slew: 998 ps
Place WS: 883 ps
Bufs on Longest Clock Path: 3
Largest net degree at the start of global routing: 82
Tot GR Track Use: 25.8%
Worst Path Max Fanout: 28
RSZ-0062 raised after global routing: no
Synth top area share: 63.0%
Setup CP Type: input port to output pin
Hold slack: 1430 ps
Yosys warns: 1
Hold Buf Count CTS: 0
Synth Seq Share: 63.0%
Initial detailed-routing violation count: 1944
Antenna Violating Nets Remaining: 0
Max Freq: 179 MHz
Outcome: finished, final reports clean
Die W: 351 µm
CTS tree: yes
CP max stage delay: 650 ps
Die footprint: 123000 µm²
Vias per inst: 5.88
Net Sw Power: 3.42 mW
Die height: 351 µm
CP arrival: 4310 ps
Clock Pin Slew Worst Setup and Hold Paths: 60 ps
Gate Count Post-Synth: 3386
Worst path required time: 5120 ps
Fillers: 10400
LEAKAGE: 20.5 nW
Part of the power in registers: 49.7%
Clock sinks: 1024
PwrDens: 270 nW/µm²
Max H-tree Level: 3
Root Driver: clkbuf_16
Crit-path cells: clkdlybuf4s50_1 -> nor2b_4 -> buf_4 -> a22oi_1 -> a31oi_1 -> nand3_1 -> clkdlybuf4s50_1
Post-CTS Setup Bufs: 0
Final setup violation count: 0
Yosys Instances: 3386
Area Overhead vs Synth: 14.6%
Endpoints failing hold: 0
Fp_density: 40.5%
Avg WL per Cell: 28.5 µm
Largest Register: regfile
-- power groups by stage --
stage	clock, mW	sequential, mW	combinational [mW]
finish	6.18	7.49	1.40
global route	6.51	7.50	1.49
CTS	6.26	7.49	1.40
-- final cells by class --
class	count	area [µm²]	area share, %
clock inverter	63	652	1.17
sequential	1024	30700	55.0
timing repair buffer	293	2930	5.23
multi-input combinational	2109	16800	30.0
clock buffer	129	2800	5.01
tap	1612	2020	3.61
antenna	1	2.50	0.00447
-- cells in the mapped netlist, drive strengths merged --
library cell     n
edfxtp        1024
mux2i         1024
nand2          195
nand3          194
a21oi          192
a22oi          192
buf            163
a22o           128
clkbuf          90
a31oi           64
nor3            64
nor2            35
nand3b           5
nand2b           4
nor2b            4
or3b             3
and2             2
or2              2
or3              1
-- layer usage --
metal	vias up	GRT usage [%]	share of wire (%)
li1	13700	-	-
met1	15200	33.3	37
met2	1548	38.9	47
met3	282	14.6	13
met4	6	6.81	3.2
met5	-	0	0.028
-- per-stage QoR --
step / instances / power, mW / instance area (µm²) / util, %
2_1_floorplan: 3386 / 8.40 / 48800 / -
4_1_cts: 5230 / 15.2 / 55900 / 46.4
3_5_place_dp: 5038 / 9.03 / 52500 / 43.6
6_report: 5231 / 15.1 / 55900 / 46.4
5_1_grt: 5230 / 15.5 / 55900 / 46.4
3_3_place_gp: 5038 / 9.03 / 52500 / 43.6
-- critical path, delay by kind of cell --
family / cells / cell delay, ps
simple gates: 2 / 860
buf+inv: 3 / 1610
compound gates: 2 / 520
-- cell families after synthesis --
logic type | after synthesis | synth area share, %
mux | 1024 | 21.0
flops | 1024 | 63.0
compound gates | 576 | 8.04
simple gates | 509 | 4.71
buf+inv | 253 | 3.21
-- how the worst max path moves through the flow --
stage | to | start | slack (ps) | cells after the start
6_report | rd0[4] | ra0[0] | 810 | 7
5_1_grt | rd0[4] | ra0[0] | 720 | 7
4_1_cts | rd0[4] | ra0[0] | 870 | 7
Power and IR drop assume default switching activity.
