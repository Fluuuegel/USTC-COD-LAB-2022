### flow/config.mk
export PLATFORM = sky130hd
export DESIGN_NAME = BTB
export DESIGN_NICKNAME = BTB
export VERILOG_FILES = /design/flow/design.v
export SDC_FILE = /design/flow/constraint.sdc
export NUM_CORES = 4
export LEC_CHECK = 1
export CORE_UTILIZATION = 40
export SYNTH_HDL_FRONTEND = slang
### flow/constraint.sdc
current_design BTB

set clk_period 33.1
set clk_io_pct 0.2

create_clock -name clk0 -period $clk_period [get_ports {clk}]

set non_clock_inputs [all_inputs -no_clocks]
set_input_delay [expr $clk_period * $clk_io_pct] -clock clk0 $non_clock_inputs
set_output_delay [expr $clk_period * $clk_io_pct] -clock clk0 [all_outputs]
### flow/design.v
module BTB(
    input clk, rst,
    input [31:0] rd_pc,     
    output reg rd_pred,            
    output reg [31:0] rd_pred_pc,   
    input wr_req,    
    input [31:0] wr_pc,  
    input [31:0] wr_pred_pc,     
    input wr_pred_state_bit  
);
reg [31:0] pred_pc [0: 1 << 8];
reg pred_state_bit [0: 1 << 8];
integer i;
always@(*) begin
    if(pred_state_bit[rd_pc[9:2]]) rd_pred = 1'b1;
    else rd_pred = 1'b0;
    rd_pred_pc = pred_pc[rd_pc[9:2]];
end
always@(posedge clk or posedge rst) begin
    if(rst) begin
        for(i = 0; i < 1 << 8; i = i + 1) begin
            pred_pc[i] = 0;
            pred_state_bit[i] = 1'b0;
        end
    end else begin 
        if(wr_req) begin
            pred_pc[wr_pc[9:2]] <= wr_pred_pc;
            pred_state_bit[wr_pc[9:2]] <= wr_pred_state_bit;
        end
    end
end
endmodule
### flow/run.sh
#!/bin/bash
# OpenROAD 26Q1-2900-gdf79404cd8, Yosys 0.63+post, stock flow scripts
make -C /OpenROAD-flow-scripts/flow DESIGN_CONFIG=/design/flow/config.mk WORK_HOME=/design/flow/orfs finish
==> flow_metrics.py <==
# Generated from Yosys and OpenROAD reports
metrics = {
    "detailed_routing": {
        "routed_via_density": 5.89,
        "drt_wl_total_um": 1250000,
        "drc_errors": 0,
        "dr.pass1.iters": 7,
        "drtAntennaViolNets": 0,
        "vias": 222576,
        "drt-wirelength-per-cell_um": 33.0,
        "drt_iter0_drc": 13756,
    },
    "floorplanning": {
        "floorplanUtilization_pct": 40.1,
        "die_area_um2": 967000,
        "core_um2": 960000,
        "die_h_um": 983,
        "num_rows": 360,
        "ios": 133,
        "die_w_um": 983,
    },
    "cells_and_area": {
        "final_area_um2": 430000,
        "fillers": 82216,
        "finalCoreUtilization_pct": 44.8,
        "mostFrequentLayoutCell": "mux2_2",
        "final-instance-count-excl-fill": 37820,
        "drive_gt1_share_pct": 52.5,
        "area_growth_pct": 11.7,
        "lay_top_cells": "8457 x mux2_2, 8448 x dfrtp_1, 1587 x mux4_2, 1149 x buf_4, 878 x clkbuf_16",
    },
    "hold_path": {
        "min_delay_worst_endpoint": "pred_pc[1128]",
        "hp-class": "reg -> reg",
        "hold_depth": 1,
        "min_from": "pred_pc[1128]",
    },
    "logic_synthesis": {
        "seq_area_frac_synth_pct": 54.9,
        "synthFlopType": "dfrtp_1",
        "ys.flops": 8448,
        "synth_warnings": 0,
        "synthTopCellsByArea": "dfrtp_1 55%, mux2_2 25%, mux4_2 9.3%, mux2i_1 2.0%, mux4_1 1.9%",
        "synth-edff-count": 0,
        "synth_cell_types": 89,
        "ys_async_sr_fraction_pct": 100,
        "ys_cells": 24549,
        "synth_area_um2": 385000,
        "yosys.area.top_type": "dfrtp_1",
        "yosys_area_um2": 385000,
        "syn_avg_cell_area_um2": 15.7,
        "synth_cells": 24549,
        "synth_top_area_share_pct": 54.9,
    },
    "status": {
        "outcome": "finished, final reports clean",
    },
    "global_routing": {
        "antenna_found_initial": 89,
        "grt_usage_pct": 27.4,
        "grt_max_degree": 128,
        "grt_pass1_wl_um": 1800000,
        "grt.overflow.total": 0,
        "grt_pass1_vias": 237867,
    },
    "final_timing": {
        "holdWs_ps": 495,
        "fin_tns_setup_ps": 0,
        "relSlewSlack_pct": 3.11,
        "worst_slack_ps": 11620,
        "min_period_ps": 21480,
        "rsz0062_at_grt": "false",
        "hold_viol_final": 0,
        "period_used_pct": 64.9,
        "skew_ps": 0,
        "setup_violations": 0,
        "fmax_mhz": 46.6,
        "report.final.slew_viol_count": 0,
        "worst_slew_pin_slew_ps": 1440,
    },
    "clock_tree": {
        "cts.hold.buffers_added": 0,
        "clock_tree.root_cell": "clkbuf_16",
        "clockBufferDepth": 4,
        "clk_pin_slew_worst_paths_ps": 60,
        "cts_tree": "yes",
        "cts_resized": 0,
        "cts_made_buffers": 875,
        "clock-sinks": 8448,
        "insertion_delay_ps": 1200,
        "htreeDepth": 6,
        "post_cts_buffers": 0,
    },
    "worst_setup_path": {
        "r2r-end": "pred_pc[1446]",
        "rr_worst_depth": 1,
        "r2r_slack_ps": 32310,
        "timing.rr.start": "pred_pc[1446]",
        "critPathLaunchType": "primary input",
        "crit_arrival_ps": 14860,
        "critPathRequiredTime_ps": 26480,
        "path_max_fanout": 52,
        "crit_path_end_kind": "primary output",
        "path_class": "in -> out",
    },
    "power": {
        "peakVddDrop_uv": 53.6,
        "power.static_leakage_nw": 206,
        "fin_total_pwr_mw": 23.1,
        "power_density_nw_per_um2": 53.6,
    },
    "flow_run": {
        "max_cap_violations": 0,
        "tool_warnings": 147,
    },
    "placed_design": {
        "port_buffers": 84,
        "gp_congestion": 0.886,
        "placed_area_um2": 401000,
        "place_ws_ps": 11250,
        "hpwl_um": 767000,
        "place_inst": 36136,
    },
}
-- cells by family after synthesis --
| kind of cell | count (synthesis) | share of synthesized area [%] |
|---|---|---|
| flip-flops | 8448 | 54.9 |
| AND/OR/NAND/NOR | 1094 | 1.26 |
| AND-OR/OR-AND | 1375 | 2.51 |
| multiplexers | 11093 | 37.9 |
| buffers and inverters | 2539 | 3.44 |
-- per-layer routing --
metal / GRT usage [%] / vias to the layer above / part of all wire (%)
met5: 0.230 / - / 0.098
met2: 39.0 / 8061 / 44
met1: 36.5 / 120995 / 38
met4: 10.4 / 54 / 4.9
li1: - / 91356 / -
met3: 15.0 / 2110 / 13
-- critical path, stage by stage --
cell and delay [ps]:
buf_16 320, buf_4 440, buf_4 540, buf_12 440, buf_4 500, buf_4 640, buf_4 630, buf_4 630
buf_4 520, mux2i_1 150, o221ai_1 270, o22ai_1 140, nor3_1 680, nor3_1 300, nor3_1 910, buf_4 250
clkdlybuf4s50_1 460
-- where the power goes --
group | internal (mW) | leakage [nW] | switching (mW)
logic | 0.796 | 75.1 | 1.15
clock network | 5.80 | 14.6 | 4.30
registers | 10.8 | 117 | 0.220
total | 17.4 | 206 | 5.67
-- worst max-delay path by stage --
stage             from             end  slack, ps  cells after the start
global route  rd_pc[2]  rd_pred_pc[21]      11030                     17
finish        rd_pc[2]  rd_pred_pc[21]      11620                     17
CTS           rd_pc[2]  rd_pred_pc[29]      11260                     18
-- area by class of cell --
cell class,instances,area (um^2),share of cell area (%)
flip-flops and latches,8448,211000,49.1
multi-input cells,13562,163000,37.8
clock buffers,1350,26200,6.10
well taps,12851,16100,3.74
repair buffers,1271,10400,2.42
clock inverters,250,3340,0.777
diodes,82,205,0.0477
inverters,6,56.3,0.0131
-- state kept, by name (all words and copies together), names as in the netlist --
name,count
pred_pc,8192
pred_state_bit,256
-- Yosys cell counts, drive strengths merged (20+ instances only) --
cell and n:
and3 25, mux4 1867, a32oi 28, nor2 250, nand3 104, a221oi 42
o221ai 254, o31ai 20, nor4 45, nand2 471, clkbuf 1644, o22ai 295
a21oi 227, mux2 8457, a31oi 45, nor2b 22, o21ai 131, buf 885
a211oi 39, and2 22, dfrtp 8448, a22o 25, nor3 96, mux2i 769
a22oi 147
No activity file was given, so power comes from the tool's default toggle rates.
