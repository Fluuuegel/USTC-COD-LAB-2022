File: design/flow/constraint.sdc
current_design fifo

set clk_period 4.2
set clk_io_pct 0.2

create_clock -name clk0 -period $clk_period [get_ports {clk}]

set non_clock_inputs [all_inputs -no_clocks]
set_input_delay [expr $clk_period * $clk_io_pct] -clock clk0 $non_clock_inputs
set_output_delay [expr $clk_period * $clk_io_pct] -clock clk0 [all_outputs]
File: design/flow/config.mk
export PLATFORM = sky130hd
export DESIGN_NAME = fifo
export DESIGN_NICKNAME = fifo
export VERILOG_FILES = /design/flow/design.v
export SDC_FILE = /design/flow/constraint.sdc
export NUM_CORES = 4
export LEC_CHECK = 1
export CORE_UTILIZATION = 40
File: design/flow/run.sh
#!/bin/bash
# OpenROAD 26Q1-2900-gdf79404cd8, Yosys 0.63+post, stock flow scripts
make -C /OpenROAD-flow-scripts/flow DESIGN_CONFIG=/design/flow/config.mk WORK_HOME=/design/flow/orfs finish
File: design/flow/design.v
module RF_8_4 (
    input clk, rst,
    input [2:0] ra0,     
    output [3:0] rd0,    
    input [2:0] ra1,     
    output [3:0] rd1,    
    input [2:0] wa,  
    input we,    
    input [3:0] wd  
);
reg [3:0] regfile [0:7];
assign rd0 = regfile[ra0];
assign rd1 = regfile[ra1];
integer i;
always @(posedge clk) begin
    if(rst) begin
        for(i = 0; i <= 7; i = i + 1) begin
            regfile[i] <= 4'b0;
        end
    end
    else if(we) regfile[wa] <= wd;
end
endmodule
module fifo (
    input clk, rst, enq,     
    input [3:0] in,  
    input deq,   
    output [3:0] out,    
    output [2:0] an,     
    output [3:0] hexplay_data,     
    output full, emp
);
wire [2:0] ra0; wire [2:0] ra1;
wire [3:0] rd0; wire [3:0] rd1;
wire [2:0] wa; wire we; wire [3:0] wd; wire [7:0] valid;
lcu lcu(in, enq, deq, clk, rst, rd0, out, full, emp, ra0, wa, we, wd, valid);
RF_8_4 RF_8_4(clk, rst, ra0, rd0, ra1, rd1, wa, we, wd);
sdu sdu(rd1, valid, clk, emp, ra1, an, hexplay_data);
endmodule
module lcu (
    input [3:0] in,
    input enq, deq, clk, rst,
    input [3:0] rd0,
    output reg [3:0] out,
    output reg full, emp,
    output reg [2:0] ra0,
    output reg [2:0] wa,
    output reg we, 
    output reg [3:0] wd,
    output reg [7:0] valid
);
reg [2:0] head;
reg [2:0] tail;
parameter IDLE = 2'b00;
parameter ENQU = 2'b01;
parameter DEQU = 2'b10;
reg [1:0] cs;
reg [1:0] ns;
reg tmp_1;
reg tmp_2;
reg enq_edge;
reg deq_edge;
initial begin
    cs <= 2'b0;
    ra0 <= 3'b0;
    valid <= 8'b0;
end
always @(posedge clk) begin
    tmp_1 <= enq;
    enq_edge <= enq & ~tmp_1;
    tmp_2 <= deq;
    deq_edge <= deq & ~tmp_2;
end
always @(*) begin
    case(cs)
        IDLE: begin
            if(enq_edge & !full & !deq_edge) ns = ENQU;
            else if(!enq_edge & !emp & deq_edge) ns = DEQU;
            else ns = IDLE;
        end
        ENQU: begin
            if(enq_edge & !full & !deq_edge) ns = ENQU;
            else if(!enq_edge & !emp & deq_edge) ns = DEQU;
            else ns = IDLE;
        end
        DEQU: begin
            if(enq_edge & !full & !deq_edge) ns = ENQU;
            else if(!enq_edge & !emp & deq_edge) ns = DEQU;
            else ns = IDLE;
        end
        default: ns = IDLE;
    endcase
end
always @(posedge clk) begin
    if(rst) begin
        head <= 3'b0;
        tail <= 3'b0;
        valid <= 8'b0;
        emp <= 1'b1;
        full <= 1'b0;
    end
    else begin
        case(cs)
            ENQU: begin
                we <= 1'b1;
                wa <= tail;
                wd <= in;
                valid[tail] <= 1'b1;
                tail <= tail + 1'b1;
                full <= (tail + 1'b1 == head) ? 1'b1 : 1'b0;
                emp <= 1'b0;
            end
            DEQU: begin
                ra0 <= head;
                out <= rd0;
                valid[head] <= 1'b0;
                head <= head + 1'b1;
                emp <= (tail == head + 1'b1) ? 1'b1 : 1'b0;
                full <= 1'b0;
            end
            default: begin
                we <= 1'b0;
            end
        endcase
    end
end
always @(posedge clk) begin
    if(rst) cs <= IDLE;
    else cs <= ns;
end
endmodule
module sdu (
    input [3:0] rd1, 
    input [7:0] valid, 
    input clk, emp,
    output [2:0] ra1, 
    output reg [2:0] an, 
    output reg [3:0] hexplay_data
);
reg [32:0] hexplay_cnt;
reg [2:0] cnt;
initial begin
    hexplay_cnt <= 0;
    cnt <= 0;
end
always @(*) begin
    if(emp) hexplay_data = 0;
    else hexplay_data = rd1;
end
always@(posedge clk) begin
    if (hexplay_cnt >= (2000000/8)) hexplay_cnt <= 0;
    else hexplay_cnt <= hexplay_cnt + 1;
end
always@(posedge clk) begin
    if (hexplay_cnt == 0) begin
        if(cnt == 7) cnt <= 0;
        else cnt <= cnt + 1;
        if(emp) an <= 0;
        else if(valid[cnt]) an <= cnt;
    end
end
assign ra1 = an;
endmodule
==> flow_summary.toml <==
# generated from flow reports
[global_routing]
top_usage_layer = "met1"
overflow = 0
antenna_found_initial = 0
grtUsageTotal = 0.158
grt_pass1_vias = 3119
grt_use_met3 = 0.0579
grt_max_degree = 30
met2_usage = 0.228
grt_pass1_wl_um = 15500
use_met1 = 0.246

[clocking]
cts_tree = "yes"
cts.htree.levels = 3
cts_hold_buffers = 0
cts.repair.resized = 0
cts_sinks = 111
cts_buffer_depth = 2
clock_latency_ps = 350
cts-root-buf = "clkbuf_16"
path_clk_slew_ps = 70
postCtsSetupBuffers = 0
cts_buffers = 9

[sta]
fin_skew_ps = 7.86
max_freq_ghz = 0.329
final_max_slew_viol_count = 0
relSlewSlack = 0.547
hold_viol_final = 0
finalSetupTns_ps = 0
finalClockPeriodUsage = 0.724
worst_slew_pin_slew_ps = 679
setup_viol = 0
period_needed_ps = 3040
rsz0062_at_grt = "no"

[power_and_ir_drop]
power.density_mw_per_mm2 = 351
peakVddDrop_mv = 0.169
power.leakage_uw = 0.00197

[synthesis]
syn_area_per_cell_um2 = 12.2
synth_chip_area_mm2 = 0.00513
async_flop_share = 0
edf_count = 53
ys_cells = 420
ys_seq_frac = 0.536
yosys.area.top_type_share = 0.310
syn_area_mm2 = 0.00513
top_cells_by_count = "dfxtp_1, edfxtp_1, and2_1"
ys_top_cells_by_area = "edfxtp_1, dfxtp_1, mux4_2"
syn_inst = 420
synthFlopType = "dfxtp_1"
yosys_warnings = 3
ys_types = 46
ys_seq_elements = 111
top_area_cell = "edfxtp_1"
most_common_cell = "dfxtp_1"

[floorplanning]
die_area_mm2 = 0.0133
die_h_um = 115
fp_util = 0.408
ios = 21
rows = 41
core_area_mm2 = 0.0126
chipWidth_um = 115

[worst_setup_path]
r2r_start = "sdu.hexplay_cnt[10]"
reg2reg_depth = 5
reg2reg_setup_slack_ps = 2020
cp-end-kind = "output pin"
cp_max_fo = 8
critPathLaunchType = "flip-flop"
path_class = "flip-flop to output pin"
worstPathRequired_ps = 3360
arrival_ps = 2200

[route]
diodes = 0
drt-total-wl_um = 9200
drc = 0
ant_nets = 0
vias_per_cell = 5.06
via_count = 3162
initialDrtViolationCount = 141
drtPass1Iterations = 4
wl_per_cell_um = 14.7

[run]
cap_violations = 0
warnings = 35

[placement]
gp_congestion = 0.834
dpl_cell_area_mm2 = 0.00551
port_buffers = 20
numPlacedInstances = 609
dpl.hpwl_um = 6650

[cells_and_area]
fin_area_mm2 = 0.00580
synthToLayoutAreaGrowth_pct = 12.9
drive_above_1_share = 0.152
fin_cells = 625
fin_util = 0.461

[min_path]
hp-class = "flip-flop to flip-flop"
min_from = "lcu.tmp_2"
holdPathStages = 1

[outcome]
run_status = "completed"
-- worst max-delay path, stage by stage (launching register included) --
cell and delay [ps]:
dfxtp_1 630, mux4_2 560, mux2i_1 170, nor2_1 60, clkdlybuf4s50_1 430
-- path summary, 6_finish.rpt --
path / to
max: hexplay_data[2]
min reg2reg: lcu.deq_edge
min: lcu.deq_edge
max reg2reg: sdu.hexplay_cnt[13]
-- where the power goes --
group | internal, uW | switching (uW)
clock network | 437 | 364
logic | 32.1 | 28.9
registers | 1160 | 17.2
total | 1620 | 410
-- flip-flops by register name (all words and copies together) (netlist names), 2 cells and up, named ones only --
register and cells:
RF_8_4.regfile 32, lcu.cs 2, lcu.head 3, lcu.out 4, lcu.ra0 3, lcu.tail 3, lcu.valid 8, lcu.wa 3
lcu.wd 4, sdu.an 3, sdu.cnt 3, sdu.hexplay_cnt 33
-- through the flow --
step / hold slack (ps) / total power, uW / worst slack [ps]
after floorplan: 367 / 1230 / 1940
after global placement: 376 / 1260 / 1540
after detailed placement: 379 / 1260 / 1530
after CTS: 392 / 2060 / 1120
after global routing: 404 / 2110 / 1010
final: 386 / 2040 / 1160
-- routing by layer --
metal | routed length (um) | share of wire
met5 | 0 | 0
met4 | 185 | 0.020
met1 | 4240 | 0.46
met2 | 4050 | 0.44
met3 | 728 | 0.079
-- cell families after synthesis --
family          after synthesis  share of synthesized area
compound gates               43                     0.0556
xor+xnor                     25                     0.0427
fa+ha+maj                    16                     0.0390
buf+inv                      35                     0.0324
flops                       111                      0.536
mux                          30                      0.104
other cells                   1                   0.000731
simple gates                159                      0.189
-- cells in the final DEF (no fill, tap or decap), types with 9 or more instances in the layout --
master	instances
clkbuf_16	9
or2_2	12
a211oi_1	9
conb_1	15
nand3_1	10
nand2_1	15
clkdlybuf4s50_1	20
ha_1	16
dfxtp_1	58
inv_1	15
o21ai_0	12
mux4_2	18
edfxtp_1	53
nor2_1	20
a21oi_1	10
nor3_2	9
nor2b_1	9
and2_1	33
xnor2_1	15
xor2_1	10
-- final cells by class --
type                       instances  area, um^2
fill                            1095        6770
sequential                       111        2750
multi-input combinational        288        2260
clock buffer                      12         256
timing repair buffer              23         223
tap                              172         215
inverter                          15        56.3
clock inverter                     4        27.5
Power is estimated from default activity; no workload was simulated.
